===== /design/flow/design.v =====
`timescale 1ns / 1ps
module fsm(
    input clk,
    input reset,
    input sa,
    input sb,
    input timer_done,
    output reg [12:0] timer_value,
    output reg Ga,
    output reg Ya,
    output reg Ra,
    output reg Gb,
    output reg Yb,
    output reg Rb,
    output reg timer_reset
    );
    parameter [3:0] s0 = 0, s1 = 1, s2 = 2, s3 = 3, s4 = 4,
                    s5 = 5, s6 = 6, s7 = 7, s8 = 8, s9 = 9;
    reg [3:0] state_reg,state_next;
    always @(posedge clk,negedge reset) begin
        if(!reset)
            state_reg <= s0;
        else
            state_reg <= state_next;
    end 
    always @(*) begin
        timer_value = 'bx;
        state_next = state_reg;
        case(state_reg)
            s0: begin
                timer_value = 5998;
                state_next = s1;
            end
            s1: begin
                timer_value = 5998;
                if(!timer_done)
                    state_next = s1;
                else if(timer_done & sb)
                    state_next = s2;
                else if(timer_done & !sb) begin
                    state_next = s6;
                end
            end
            s2: begin
                timer_value = 498;
                state_next = s3;
            end
            s3: begin
                timer_value = 498;
                if(!timer_done)
                    state_next = s3;
                else
                    state_next = s4;
            end
            s4: begin
                timer_value = 4998;
                state_next = s5;
            end
            s5: begin
                timer_value = 4998;
                if(!timer_done)
                    state_next = s5;
                else if(timer_done & (sa | !sb))
                    state_next = s8;
                else if(timer_done & sb & !sa) begin
                    state_next = s7;
                end
            end
            s6: begin
                timer_value = 998;
                state_next = s1;
            end
            s7: begin
                timer_value = 998;
                state_next = s5;
            end
            s8: begin
                timer_value = 498;
                state_next = s9;
            end
            s9: begin
                timer_value = 498;
                if(!timer_done)
                    state_next = s9;
                else
                    state_next = s0;
            end
            default: begin
                state_next = state_reg;
                timer_value = 'bx;
            end 
        endcase
    end 
    always @(*) begin
        Ga = 0;
        Ya = 0;
        Ra = 0;
        Gb = 0;
        Yb = 0;
        Rb = 0;
        timer_reset = 0;
        case(state_reg)
            s0: begin
                Ga = 1;
                Rb = 1;
            end
            s1: begin
                Ga = 1;
                Rb = 1;
                timer_reset = 1;
            end
            s2: begin
                Ya = 1;
                Rb = 1;
            end    
            s3: begin
                Ya = 1;
                Rb = 1;
                timer_reset = 1;
            end
            s4: begin
                Gb = 1;
                Ra = 1;
            end
            s5: begin
                Gb = 1;
                Ra = 1;
                timer_reset = 1;
            end
            s6: begin
                Ga = 1;
                Rb = 1;
            end
            s7: begin
                Ya = 1;
                Rb = 1;
            end 
            s8: begin
                Yb = 1;
                Ra = 1;
            end
            s9: begin
                Yb = 1;
                Ra = 1;
                timer_reset = 1;
            end
        endcase
    end
endmodule
`timescale 1ns / 1ps
module timer(
    input clk,
    input reset,
    input [12:0] final_value,
    output timer_done
    );
    reg [12:0] Q_reg,Q_next;
    always @(posedge clk,negedge reset) begin
        if(!reset)
            Q_reg <= 'b0;
        else
            Q_reg <= Q_next;
    end
    always @(*) begin
        Q_next = timer_done?('b0):(Q_reg + 1);
    end
    assign timer_done = (Q_reg == final_value);
endmodule
`timescale 1ns / 1ps
module top(
    input clk,
    input reset,
    input sa,
    input sb,
    output Ga,
    output Ya,
    output Ra,
    output Gb,
    output Yb,
    output Rb
    );
    wire timer_done_sig,timer_reset_sig;
    wire [12:0] timer_value_sig;
    timer t1(
        .clk(clk),
        .reset(timer_reset_sig),
        .final_value(timer_value_sig),
        .timer_done(timer_done_sig)
    );
    fsm f1(
        .clk(clk),
        .reset(reset),
        .sa(sa),
        .sb(sb),
        .timer_done(timer_done_sig),
        .timer_value(timer_value_sig),
        .Ga(Ga),
        .Ya(Ya),
        .Ra(Ra),
        .Gb(Gb),
        .Yb(Yb),
        .Rb(Rb),
        .timer_reset(timer_reset_sig)
    );
endmodule

===== /design/flow/run.sh =====
#!/bin/bash
# OpenROAD 26Q1-2900-gdf79404cd8, Yosys 0.63+post, stock flow scripts
make -C /OpenROAD-flow-scripts/flow DESIGN_CONFIG=/design/flow/config.mk WORK_HOME=/design/flow/orfs finish

===== /design/flow/config.mk =====
export PLATFORM = sky130hd
export DESIGN_NAME = top
export DESIGN_NICKNAME = top
export VERILOG_FILES = /design/flow/design.v
export SDC_FILE = /design/flow/constraint.sdc
export NUM_CORES = 4
export LEC_CHECK = 1
export CORE_AREA = 10 10 88 88
export DIE_AREA = 0 0 98 98

===== /design/flow/constraint.sdc =====
current_design top

set clk_period 2.5
set clk_io_pct 0.2

create_clock -name clk0 -period $clk_period [get_ports {clk}]

set non_clock_inputs [all_inputs -no_clocks]
set_input_delay [expr $clk_period * $clk_io_pct] -clock clk0 $non_clock_inputs
set_output_delay [expr $clk_period * $clk_io_pct] -clock clk0 [all_outputs]

==> deck_impl_summary.md <==
Implementation Results

Clock tree
  • TritonCTS clock tree: yes
  • CTS Buf Count: 3
  • Hold-fix buffers at CTS: 0
  • Max Buffers Root-to-Sink: 2
  • Post-CTS Setup Bufs: 0
  • # clock sinks: 17
  • Root Driver: clkbuf_8
  • Reg clk slew, reported paths: 0.07 ns
  • CTS H-tree lvls: 1
  • Clk ins delay skew pair: 0.25 ns

Synth
  • Async S/R FF share, synth: 100%
  • Yosys Instances: 134
  • Ys flops: 17
  • Distinct lib cells: 39
  • Synth Instances: 134
  • Synth Warn #: 2
  • Syn Std Cell Area: 1150 um2
  • Dominant flop cell: dfrtp_1
  • Seq share, synth: 37.0%
  • YS chip area: 1150 um2
  • Post-synth EDFFs: 0
  • Syn_area_per_cell: 8.59 um2

Final layout
  • Share of cells above drive strength 1: 8.51%
  • Cell area after layout: 1360 um2
  • Area Growth Syn to Fin: 18.0%
  • Max FFs per register: 13
  • Most frequent logic cell in the layout: nor2_1
  • Top cells excl fill/tap: 23 x nor2_1, 16 x dfrtp_1, 9 x clkdlybuf4s50_1, 8 x nor2b_1, 8 x xor2_1
  • Number of fill cells in the layout: 630

Worst setup path
  • CP Max Fanout: 17
  • WP data required: 2.00 ns
  • Crit end category: output port
  • Startpoint Class: flip-flop
  • Worst Setup Path Type: reg -> out
  • WP data arrival: 1.81 ns

STA
  • Final Cycle Share: 92.4%
  • Setup TNS: 0 ns
  • Worst Setup Slack, final: 0.189 ns
  • Final Max Slew Viols: 0
  • Worst-Margin Slew: 0.593 ns
  • Worst Clk Skew: 0.00437 ns
  • Tmin final: 2.31 ns
  • Final Setup Violations: 0
  • Peak Freq: 433 MHz
  • Fin. Hold Viols: 0
  • RSZ-0062 raised after global routing: no
  • Rel. slew slack: 60.5%

Placement
  • Area after DPL: 1300 um2
  • Port-buffer cells: 9
  • GP Congestion: 0.865
  • Detail Placement HPWL: 1750 um
  • Place WS: 0.196 ns

Power
  • Power consumption: 0.501 mW
  • Worst VDD drop: 0.233 mV
  • Power density over the cells: 368 nW/um2
  • Leak: 0.517 nW

Die
  • IO Pins: 10
  • Die x size: 98 um
  • Die area: 9600 um2
  • Initial Util: 19.4%
  • FP Rows: 28
  • Die height: 98 um
  • Core area: 5920 um2

Worst hold path
  • HP Class: in -> async

Detailed routing
  • # DRC: 0
  • Diode count: 0
  • Wire per inst: 11.0 um
  • Vias: 952
  • Routed WL: 2380 um
  • First-pass detailed-route iteration total: 6
  • Vias per Instance: 4.41
  • Initial detailed-routing violation count: 59
  • Routed Antenna Nets: 0

Global routing
  • Vias in the first global route: 838
  • GR Overflow Total: 0
  • First-pass GRT wire length: 4040 um
  • Initial antenna violation count: 0
  • GRT Total Usage: 4.77%
  • Largest net degree at the start of global routing: 18

Status
  • Status: completed

Job
  • Tool warnings: 26
  • # Max-Cap Violations: 0
## metal layers
| layer | routed length [um] | track usage, % | vias to the layer above |
|---|---|---|---|
| met5 | 0 | 0 | - |
| met4 | 55 | 1.01 | 0 |
| met3 | 98 | 1.14 | 2 |
| met2 | 1020 | 6.75 | 16 |
| met1 | 1210 | 7.14 | 456 |
| li1 | - | - | 478 |
## path summary, 6_finish.rpt
path                            startpoint  cells after the start               to  slack, ns
max reg2reg                f1.state_reg[3]                      7     t1.Q_reg[12]       0.26
max in group asynchronous  f1.state_reg[3]                      3     t1.Q_reg[12]       1.15
min                                  reset                      1  f1.state_reg[0]       0.45
min reg2reg                   t1.Q_reg[11]                      1     t1.Q_reg[11]       0.50
min in group clk0             t1.Q_reg[11]                      1     t1.Q_reg[11]       0.50
max                        f1.state_reg[1]                      3               Ya       0.19
## timing repair
item                       in CTS  in global routing
resized                         0                  2
hold endpoints to repair        0                  0
setup endpoints to repair       0                 12
## worst max-delay path: stages (launching register included)
cell and delay, ns:
dfrtp_1 0.65, inv_1 0.20, nor3_1 0.22, clkdlybuf4s50_1 0.49
## layout make-up
type / count / area (um2) / share of cell area (%)
clock inverters: 1 / 7.51 / 0.552
multi-input cells: 104 / 662 / 48.7
clock buffers: 3 / 41.3 / 3.04
repair buffers: 12 / 113 / 8.29
inverters: 4 / 15.0 / 1.10
flip-flops and latches: 17 / 427 / 31.4
well taps: 75 / 93.8 / 6.91
## report_power, final
part	leakage (nW)	internal [mW]	total (mW)	switching, mW
logic	0.315	0.00660	0.0116	0.00504
clock network	0.0217	0.112	0.214	0.102
registers	0.181	0.275	0.275	0.00000860
total	0.517	0.394	0.501	0.107
## metrics by stage
stage | utilization [%] | hold WS [ns] | std cells
after floorplan | - | 0.204 | 134
after global placement | 22.0 | 0.486 | 212
after detailed placement | 22.0 | 0.488 | 212
after CTS | 22.8 | 0.449 | 216
after global routing | 23.0 | 0.445 | 216
final | 23.0 | 0.450 | 216
## synth_stat cells (2+ instances only)
master | number | area, um2
nor2_1 | 23 | 86.3
and3_1 | 4 | 25.0
o21a_1 | 2 | 15.0
nor2b_1 | 8 | 50.1
buf_1 | 2 | 7.51
inv_1 | 4 | 15.0
nor3b_1 | 2 | 15.0
and2_1 | 2 | 12.5
xor2_1 | 8 | 70.1
o21ai_0 | 3 | 15.0
nand2_1 | 6 | 22.5
dfrtp_1 | 17 | 425
buf_4 | 2 | 15.0
xnor2_1 | 6 | 52.6
a21oi_1 | 6 | 30.0
ha_1 | 2 | 25.0
nand2b_1 | 2 | 12.5
o311ai_0 | 2 | 17.5
buf_2 | 3 | 15.0
nor3_1 | 4 | 20.0
nand3_1 | 6 | 30.0
and4_1 | 3 | 26.3
## logic make-up (layout without fill, tap and decap cells)
logic type                 Yosys count  in the layout  synth area share [%]
and+or+nand+nor                     67             67                  30.8
AOI/OAI and AO/OA                   20             20                  12.6
DFF                                 17             17                  37.0
xor gates and xnor gates            14             14                  10.7
buffers and inverters               13             20                  5.98
adders and majority gates            2              2                  2.17
muxes                                1              1                 0.870
Power and IR drop assume default switching activity.
